File: flow/config.mk
export PLATFORM = sky130hd
export DESIGN_NAME = MUX532
export DESIGN_NICKNAME = MUX532
export VERILOG_FILES = /design/flow/design.v
export SDC_FILE = /design/flow/constraint.sdc
export NUM_CORES = 4
export LEC_CHECK = 1
export CORE_AREA = 10 10 120 120
export DIE_AREA = 0 0 130 130
File: flow/run.sh
#!/bin/bash
# OpenROAD 26Q1-2900-gdf79404cd8, Yosys 0.63+post, stock flow scripts
make -C /OpenROAD-flow-scripts/flow DESIGN_CONFIG=/design/flow/config.mk WORK_HOME=/design/flow/orfs finish
File: flow/design.v
module MUX532
#(parameter addrsize = 32)
(a,b,c,d,e,Condition,Out);
	input [addrsize-1:0] a,b,c,d,e;
	input [2:0]Condition;
	output [addrsize-1:0]Out;
	assign Out = (Condition == 3'b000) ? a:(Condition == 3'b001)? b: (Condition == 3'b010)? c: (Condition == 3'b011)? d:e;
endmodule
File: flow/constraint.sdc
current_design MUX532

set clk_period 13.3
set clk_io_pct 0.2

create_clock -name clk0 -period $clk_period

set non_clock_inputs [all_inputs -no_clocks]
set_input_delay [expr $clk_period * $clk_io_pct] -clock clk0 $non_clock_inputs
set_output_delay [expr $clk_period * $clk_io_pct] -clock clk0 [all_outputs]
==> run summary <==
outcome = completed
Commonest Layout Cell = clkdlybuf4s50_1
yosys stat area = 1170 sq um
Final min period = 7730 ps
max_slew headroom = 44.7%
effective utilization at floorplan = 9.84%
row count = 40
Seq share, synth = 0%
largest net degree at the start of global routing = 38
Mapped Avg Cell Area = 7.76 sq um
hold_buf cts = 0
total power = 0.0971 mW
Top cells excl fill/tap = 194 x clkdlybuf4s50_1, 32 x mux2i_1, 32 x a32oi_1, 32 x nand2_1, 31 x o211ai_1
number of diodes = 0
chip height = 130 um
total die area = 16,900 sq um
Gate Count Post-Synth = 151
max-cap viol count = 0
post-route ant nets = 0
post-route core utilization = 26.5%
Finished Layout Cells = 477
final tally of max-slew violations = 0
unique cell type count in the Yosys netlist = 12
Highest Signal Layer = met3
sequential cell area = 0 sq um
crit-path max FO = 35
I/O pins = 195
CP peak stage delay = 600 ps
RD Place Congestion = 0.801
Max-area cell share = 27.3%
wl on met1 = 3.26 mm
seq_cells = 0
RSZ-0062 raised after global routing = no
tool warning count = 32
post-CTS setup buffer count = 0
PD cells = 30.7 nW/um^2
Vias/cell = 4.16
DRC violations left = 0
met2 WL post-DR = 4.27 mm
biggest area cells = mux2i_1 27%, a32oi_1 24%, o211ai_1 20%, nand2_1 10%, buf_12 5.1%
WL final = 8.50 mm
hold depth = 4
worst endpoint data arrival time = 5070 ps
clock buffer count = 0
Syn. warnings = 0
Final setup viols = 0
Startpoint Class = input port
gr ovfl total = 0
maximum vdd drop = 0.00917 mV
via count = 1,983
layout cells sized above 1 = 2.42%
DR WL met3 = 970 um
Port Buffer Count = 195
Total GRT Usage = 9.10%
FILL cells = 1,316
Syn Std Cell Area = 1170 sq um
Initial DRC Count = 42
Cells after DPL = 477
core region area = 11,900 sq um
Fin. Hold Viols = 0
Die Width = 130 um
crit share post-route = 58.1%
Pleak = 1.09 nW
synthesis-to-layout area growth = 170%
global-route wire length before repair = 12.2 mm
post-DP HPWL = 7.23 mm
critical path's slowest cell = nand2b_1
worst hold slack = 6250 ps
vias in the first global route = 2,143
worst hold path endpoint = Out[21]
Worst Setup End Kind = primary output
Worst Setup Path Type = in -> out
pin slew with the least headroom to its limit = 828 ps
cts repair resizes = 0
Cell Chain, Critical Path = clkdlybuf4s50_1 -> buf_4 -> nand2b_1 -> buf_4 -> o211ai_1 -> clkdlybuf4s50_1
drt first pass iters = 4
antenna violations before repair = 0
Max Clock Freq = 129 MHz
TNS Setup = 0 ps
# Cells Yosys = 151
Req. time, crit path = 10,640 ps
Routed WL per cell = 17.8 um
HP Class = in -> out
cell taking the most area after synthesis = mux2i_1
Hold Startpoint = a[21]
[kinds of logic after synthesis]
family	synth area share [%]
buffers and inverters	14.7
muxes	27.3
and+or+nand+nor	13.1
AOI/OAI and AO/OA	44.8
[metal layers]
| metal | up-vias | GRT usage (%) |
|---|---|---|
| met2 | 105 | 16.2 |
| met4 | 0 | 0.0661 |
| met5 | - | 0 |
| li1 | 985 | - |
| met3 | 0 | 3.42 |
| met1 | 893 | 10.8 |
[critical path, delay by kind of cell]
kind / cells / cell delay [ps]
buffers and inverters: 4 / 1630
AND-OR/OR-AND: 1 / 140
AND/OR/NAND/NOR: 1 / 600
[power by group]
group	internal [mW]	total, mW	switching (mW)
registers	0	0	0
clock network	0	0	0
logic	0.0698	0.0971	0.0273
[cell usage after synthesis]
cell type	number
buf_12	3
buf_1	3
a32oi_1	32
nor3_4	1
nor2_4	1
buf_6	5
nand2_1	32
o211ai_2	1
buf_2	9
nand2b_1	1
o211ai_1	31
mux2i_1	32
[how the worst max path moves through the flow]
stage,from,to,slack (ps),cells past startpoint
after global routing,Condition[2],Out[7],5420,6
final,Condition[2],Out[22],5570,6
after CTS,Condition[2],Out[22],5520,6
[metrics by stage]
step                setup WS, ps  cell area, sq um
finish                      5570              3160
global route                5420              3160
CTS                         5520              3160
detailed placement          5520              3160
global placement            5560              3160
floorplan                   7330              1170
[cell type report]
type | count | area (sq um) | share of cell area (%)
multi-input cells | 131 | 1000 | 31.6
repair buffers | 199 | 1980 | 62.5
well taps | 147 | 184 | 5.82
No activity file was given, so power comes from the tool's default toggle rates.
